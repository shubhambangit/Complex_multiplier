==> ./design.v <==
module control_unit(
    input clk, rst,
    output reg a_sel, b_sel, PP1_CE, PP2_CE, add, PR_CE, PI_CE
);
    parameter S1 = 3'b001,
              S2 = 3'b010,
              S3 = 3'b011,
              S4 = 3'b100,
              S5 = 3'b101;
    reg [2:0] state, next;
    always @(posedge clk or posedge rst) begin
        if (rst)
            state <= S1;
        else
            state <= next;
    end
    always @(*) begin
        next = S1;
        PP1_CE = 0;
        PP2_CE = 0;
        add = 0;
        PR_CE = 0;
        PI_CE = 0;
        a_sel = 0;
        b_sel = 0;
        case (state) 
            S1: begin
					if(!rst)
                next = S2;
                PP1_CE = 1;
            end
            S2: begin
                next = S3;
                a_sel = 1;
                b_sel = 1;					 
                PP2_CE = 1;
            end
            S3: begin
                next = S4;
                b_sel = 1;
                PP1_CE = 1;					
                add = 1;
                PR_CE = 1;
            end
            S4: begin
                next = S5;
                a_sel = 1;
                PP2_CE = 1;
            end
            S5: begin
                next = S1;
                PI_CE = 1;
            end
        endcase
    end
endmodule
module datapath(
    input clk, rst,
    input a_sel, b_sel, PP1_CE, PP2_CE, add, PR_CE, PI_CE,
    input [11:0] ar, ai, br, bi,
    output reg [23:0] Pr, Pi
);
    wire [11:0] a_mux, b_mux;
    reg [23:0] PP1, PP2, PPs;
    wire [23:0] pro;
    assign a_mux = a_sel ? ai : ar;
    assign b_mux = b_sel ? bi : br;
    assign pro = a_mux * b_mux;  
    always @(posedge clk or posedge rst) begin
        if (rst) begin
            PP1 <= 0;
            PP2 <= 0;
        end else begin
            if (PP1_CE) 
                PP1 <= pro;
            if (PP2_CE) 
                PP2 <= pro;
        end
    end
    always @(*) begin
        if (!add)
            PPs = PP1 + PP2;
        else
            PPs = PP1 - PP2;
    end
    always @(posedge clk or posedge rst) begin
        if (rst) begin
            Pr <= 0;
            Pi <= 0;
        end else begin
            if (PR_CE) 
                Pr <= PPs;
            if (PI_CE) 
                Pi <= PPs;
        end
    end
endmodule
module top(
    input rst, clk,
    input [11:0] ar, ai, br, bi,
    output [23:0] Pi, Pr
);
    wire PP1_CE, PP2_CE, a_sel, b_sel, add, PI_CE, PR_CE;
    control_unit uut1(
        .clk(clk),
        .rst(rst),
        .a_sel(a_sel),
        .b_sel(b_sel),
        .PP1_CE(PP1_CE),
        .PP2_CE(PP2_CE),
        .add(add),
        .PR_CE(PR_CE),
        .PI_CE(PI_CE)
    );
    datapath uut2(
        .clk(clk),
        .rst(rst),
        .a_sel(a_sel),
        .b_sel(b_sel),
        .PP1_CE(PP1_CE),
        .PP2_CE(PP2_CE),
        .add(add),
        .PR_CE(PR_CE),
        .PI_CE(PI_CE),
        .ar(ar),
        .ai(ai),
        .br(br),
        .bi(bi),
        .Pr(Pr),
        .Pi(Pi)
    );
endmodule
==> ./run.sh <==
#!/bin/bash
# OpenROAD 26Q1-2900-gdf79404cd8, Yosys 0.63+post, stock flow scripts
make -C /OpenROAD-flow-scripts/flow DESIGN_CONFIG=/design/flow/config.mk WORK_HOME=/design/flow/orfs finish
==> ./config.mk <==
export PLATFORM = sky130hd
export DESIGN_NAME = top
export DESIGN_NICKNAME = top
export VERILOG_FILES = /design/flow/design.v
export SDC_FILE = /design/flow/constraint.sdc
export NUM_CORES = 4
export LEC_CHECK = 1
export CORE_UTILIZATION = 50
==> ./constraint.sdc <==
current_design top

set clk_period 12.6
set clk_io_pct 0.2

create_clock -name clk0 -period $clk_period [get_ports {clk}]

set non_clock_inputs [all_inputs -no_clocks]
set_input_delay [expr $clk_period * $clk_io_pct] -clock clk0 $non_clock_inputs
set_output_delay [expr $clk_period * $clk_io_pct] -clock clk0 [all_outputs]
==> changes_impl.md <==
## Implementation

- GP Congestion: ~0.95
- Slew HR: 42.2%
- Initial drt markers: 251
- Synth warnings: 2
- Fillcell total: between 1,500 and 2,000
- Area leader share: 23.7%
- Insertion Delay late pin: 340 ps
- Share of post-route cells with drive strength above 1: 7.32%
- Worst setup SP type: input pin
- Hold WC Path Type: reg -> reg
- Io pins: ~100
- End-of-flow core utilization: 59.2%
- Largest net degree at the start of global routing: between 50 and 60
- Outcome: completed
- Die X: between 100 and 150 um
- Kind of critical path: in -> reg
- Synth Flop Type: dfrtp_1
- Clock-pin slew on the worst setup and hold paths: 70 ps
- Post-CTS setup buffers: 0
- Final worst path period share: about two thirds
- Critical path endpoint category: flop
- WL/cell: 17.7 um
- DR DRC count: 0
- Tool Warnings: 25
- H-tree levels: 3
- Crit path DRT: roughly 13,000 ps
- Drt first pass iters: 5
- Fin. max-slew vios: 0
- Syn Inst Count: 1,213
- GRT Overall Usage: between 20% and 30%
- Final Skew: 11.3 ps
- TritonCTS clock tree: yes
- Final Hold Viols: 0
- FMAX: 122 MHz
- Yosys stat area: 10,600 sq um
- Syn avg cell area: 8.72 sq um
- I/O Buffers: 97
- Row count: around 52
- Vias in the first global route: 8,565
- WP data arrival: approximately 8400 ps
- # setup viols final: 0
- Final WL: 27,800 um
- Post-DP HPWL: approximately 23,000 um
- Top cells by count: nand2_1 (222), inv_1 (159), fa_1 (101)
- Slew @ Worst Pin: between 800 and 900 ps
- Critical Path, Cell by Cell: clkdlybuf4s50_1 > mux2i_1 > nor2_1 > fa_1 > fa_1 > fa_1 > fa_1 > inv_1 > fa_1 > inv_1 > ha_1 > a21oi_1 > nand2_1 > a21o_1 > or3_1 > o21ai_0 > xor2_1 > o21ai_0
- Initial antenna violation count: 0
- Asr flop ratio synth: 100%
- Fp_density: 51.6%
- Post-synth EDFFs: 0
- Die ar.: ~22,000 sq um
- Max stage delay on crit path: 600 ps
- Yosys top cell by area: dfrtp_1
- Yosys Instances: 1,213
- CTS Buf Count: 9
- Vias/cell: 5.33
- Die Y: around 150 um
- Via count: 8,349
- Unrepaired setup endpoints after global routing: false
- Core ar.: 20,500 sq um
- Synth cell types: 58
- CTS resizes: 0
- Maximum clock path buffer count: 2
- Area Growth Syn to Fin: 14.8%
- Synth flops: ~100
- Hold-fix buffers, CTS: 0
- First-pass GRT wire length: 45,400 um
- Detail Route Antenna Nets: 0
- CP most frequent cell: fa_1
- Seq/Total Area, Yosys: 23.9%
- Slowest CP cell: mux2i_1
- Top cells, area: dfrtp_1 (24%), fa_1 (19%), ha_1 (10%)
- Antenna diodes: 0
- CTS Sinks: 101
- Root Buffer Master: clkbuf_16
- Critical path peak fanout: 9
- Yosys top cell by instances: nand2_1
- Worst Path Buf+Inv: 3
- Max-Cap Viols: 0
- Largest delay contributor family on the critical path: adder cells
- Post-synthesis cell area: approximately 11,000 sq um
- Grt total ovfl: 0
- Setup TNS: 0 ps
- Fin crit period: 8180 ps
==> registers in the layout, indices dropped and copies added, names as in the netlist <==
signal and count:
uut1.state 5, uut2.PP1 24, uut2.PP2 24, uut2.Pi 24
uut2.Pr 24
==> per-layer routing <==
metal | global-route usage (%) | wire (um) | part of all wire, % | vias up
li1 | - | - | - | 4127
met1 | 40.5 | 12000 | 43 | 3951
met2 | 47.9 | 13900 | 50 | 232
met3 | 3.81 | 1170 | 4.2 | 39
met4 | 5.93 | 710 | 2.6 | 0
met5 | 0 | 0 | 0 | -
==> cell type report <==
class / instances / area [sq um] / area share (%)
clock inverter: 6 / 91.3 / 0.752
multi-input combinational: 914 / 7310 / 60.2
sequential: 101 / 2530 / 20.8
inverter: 159 / 599 / 4.94
clock buffer: 10 / 229 / 1.89
timing repair buffer: 107 / 1050 / 8.62
tap: 270 / 338 / 2.78
==> cells by family (layout without fill, tap and decap cells) <==
group	count (synthesis)	count (layout)	share of synthesized area (%)
flip-flops	101	101	23.9
XOR/XNOR	52	52	4.31
AND-OR/OR-AND	192	192	11.2
buffers and inverters	198	282	7.08
AND/OR/NAND/NOR	412	412	16.9
multiplexers	71	71	7.31
adder cells (fa/ha/maj)	187	187	29.3
==> through the flow <==
step	area (sq um)	std cells	setup slack, ps	hold slack, ps
global placement	11800	1551	4030	432
floorplan	10600	1213	5080	367
detailed placement	11800	1551	4070	430
finish	12100	1567	4420	444
CTS	12100	1567	4420	446
global route	12100	1567	4110	466
==> cells in the final DEF (no fill, tap or decap), types with 8 or more instances in the layout <==
master,n
and2_1,13
o21bai_1,9
nor3_1,20
nand2b_1,9
a21o_1,10
buf_4,10
inv_1,158
a21oi_1,78
clkbuf_16,9
o31ai_1,11
nand2_1,222
mux2i_1,21
o21ai_0,39
mux2_2,50
clkdlybuf4s50_1,97
nand4_1,8
nor2_1,93
fa_1,101
xor2_1,11
dfrtp_1,99
ha_1,86
nand3_1,10
xnor2_1,41
o21a_1,11
==> worst register-to-register path: stages (launching register included) <==
cell and delay, ps:
dfrtp_1 450, or2_2 320, buf_4 270, nand2_1 130, nand2_1 320, and2_1 320, fa_1 510, fa_1 580
fa_1 480, fa_1 510, inv_1 50, fa_1 470, inv_1 40, ha_1 390, a21oi_1 320, nand2_1 80
a21o_1 190, or3_1 290, o21ai_0 510, xor2_1 220, o21ai_0 90
==> path summary, 6_finish.rpt <==
check                         startpoint             to  slack (ps)  depth (start not counted)
max reg2reg                uut1.state[2]   uut2.PP2[16]        5940                         20
min in group asynchronous            rst    uut2.Pi[17]        2640                          2
max                                br[9]   uut2.PP2[16]        4420                         18
min                        uut1.state[1]  uut1.state[3]         440                          0
min reg2reg                uut1.state[1]  uut1.state[3]         440                          0
max in group asynchronous            rst    uut2.PP2[6]        8840                          3
